--- design/flow/config.mk ---
export PLATFORM = sky130hd
export DESIGN_NAME = BCD
export DESIGN_NICKNAME = BCD
export VERILOG_FILES = /design/flow/design.v
export SDC_FILE = /design/flow/constraint.sdc
export NUM_CORES = 4
export LEC_CHECK = 1
export CORE_AREA = 10 10 111 111
export DIE_AREA = 0 0 121 121
--- design/flow/constraint.sdc ---
current_design BCD

set clk_period 4.0
set clk_io_pct 0.2

create_clock -name clk0 -period $clk_period [get_ports {clk}]

set non_clock_inputs [all_inputs -no_clocks]
set_input_delay [expr $clk_period * $clk_io_pct] -clock clk0 $non_clock_inputs
set_output_delay [expr $clk_period * $clk_io_pct] -clock clk0 [all_outputs]
--- design/flow/design.v ---
module BCD #(parameter Maxcount = 100000)(
    input [7:0] Seconds,
    input [7:0] Minutes,
    input [7:0] Hours,
    input [2:0]  Acknowledge,
    input clk,
    output reg [3:0] bcd,
    output reg [7:0] c
  );
  reg [1:0]algo;
  reg [$clog2(Maxcount):0] count;
  reg clk2;
  initial begin
		algo <= 2'b00;
		c <= 0;
    bcd <= 0;
    count <= 0;
  end
  initial begin
    clk2 = 0;
  end
  always @(posedge clk) begin
    if (count == Maxcount) begin
      count <= 0;
      clk2 <= ~clk2;
    end else begin
      count <= count +1;
    end
  end
  always@(posedge clk2) begin
      case(algo)
        0:begin
			 	 bcd<=Seconds[3:0];
				 algo <= 1;
				 c <= 8'b11111110;
          end
        1:begin
          bcd<=Seconds[7:4];
          algo <= 2;
			   c <= 8'b11111101;
          end
        2:begin
          bcd<=Minutes[3:0];
          algo <= 3;
			   c <= 8'b11111011;
        end
        3:begin
          bcd<=Minutes[7:4];
          algo <= 4;
			   c <= 8'b11110111;
        end
        4:begin
          bcd<=Hours[3:0];
          algo <= 5;
			   c <= 8'b11101111;
        end
        5:begin
          bcd<=Hours[7:4];
          algo <= 0;
			   c <= 8'b11011111;
        end
      endcase
  end
endmodule
--- design/flow/run.sh ---
#!/bin/bash
# OpenROAD 26Q1-2900-gdf79404cd8, Yosys 0.63+post, stock flow scripts
make -C /OpenROAD-flow-scripts/flow DESIGN_CONFIG=/design/flow/config.mk WORK_HOME=/design/flow/orfs finish
==> impl_metrics.env <==
# physical design summary
export IMPL_maxCapViolCount=0
export IMPL_io_buffers=28
export IMPL_die_area_mm2=0.0146
export IMPL_layout_top_cells="dfxtp_1, clkdlybuf4s50_1, nor2_1"
export IMPL_routed_via_density=3.17
export IMPL_die_x_um=121
export IMPL_startpoint_type="register"
export IMPL_whs_ns=0.454
export IMPL_drt_iter0_drc=58
export IMPL_dpl_instance_area_mm2=0.00165
export IMPL_h_tree_depth=1
export IMPL_globalplace_congestion=0.809
export IMPL_dp_hpwl_um=1800
export IMPL_fmax_mhz=562
export IMPL_syn_mean_instance_area_um2=10.2
export IMPL_final_common_cell="dfxtp_1"
export IMPL_critPathMaxFanout=10
export IMPL_fillCellCount=1073
export IMPL_cts_hold_buf=0
export IMPL_slowest_delay_ns=0.55
export IMPL_crit_family="simple AND/OR/NAND/NOR gates"
export IMPL_worstPathRequired_ns=3.89
export IMPL_area_delta_synth_final_pct=38.1
export IMPL_first_pass_iters=4
export IMPL_synth_async_sr_flop_share_pct=0
export IMPL_cts_max_path_buffers=2
export IMPL_coreArea_mm2=0.00986
export IMPL_path_cells="nor4b_1 -> nand4_1 -> nor4_4"
export IMPL_slowest_stage="nor4_4"
export IMPL_antenna_found_initial=0
export IMPL_warning_count=40
export IMPL_drt_wl_total_um=2350
export IMPL_unclocked_regs=11
export IMPL_fin_crit_ns=1.78
export IMPL_hold_violations=0
export IMPL_ys_area_mm2=0.00123
export IMPL_synth_cell_area_mm2=0.00123
export IMPL_cellPowerDensity_mw_per_mm2=198
export IMPL_drive_gt1_share_pct=6.04
export IMPL_power_w=0.000336
export IMPL_synth_flops=30
export IMPL_cts_root_buf="clkbuf_8"
export IMPL_hp_class="reg -> reg"
export IMPL_tritoncts="built"
export IMPL_yosys_warnings=1
export IMPL_clock_skew_ns=0.00457
export IMPL_slew_violations=0
export IMPL_antenna_left=0
export IMPL_rsz0062_at_grt="false"
export IMPL_endpoint_kind="register"
export IMPL_arrival_ns=1.66
export IMPL_ctsResizeCount=0
export IMPL_drc_errors=0
export IMPL_fp_util_pct=12.5
export IMPL_grt_usage_pct=2.96
export IMPL_postCtsSetupRepairBufs=0
export IMPL_path_class="reg -> reg"
export IMPL_routedWlPerCell_um=8.33
export IMPL_finalCritPeriodShare_pct=44.5
export IMPL_gr_total_overflow=0
export IMPL_power_leakage_nw=0.590
export IMPL_synth_top_flop_cell="dfxtp_1"
export IMPL_ir_worst_vdd_mv=0.119
export IMPL_ys_seq_share_pct=49.6
export IMPL_cts_buffers=3
export IMPL_synthCells=120
export IMPL_edf_count=1
export IMPL_status="completed"
export IMPL_io_pins=40
export IMPL_clk_pin_slew_ns=0.07
export IMPL_ys_cells=120
export IMPL_grt_max_degree=13
export IMPL_antenna_cells=0
export IMPL_vias=894
export IMPL_untimed_endpoints=22
export IMPL_grt_pass1_vias=843
export IMPL_fp_dieH_um=121
export IMPL_worst_pin_slew_ns=0.590
export IMPL_design_area_mm2=0.00170
export IMPL_synth_distinct_cells=24
export IMPL_worst_path_buf_inv=0
export IMPL_relSlewSlack_pct=60.4
export IMPL_placementRows=36
export IMPL_clk_latency_ns=0.25
export IMPL_setup_tns_ns=0
export IMPL_setup_viol=0
export IMPL_grt_first_pass_wirelength_um=3820
## kinds of logic after synthesis
logic type | Yosys count | synth area share (%)
adder cells (fa/ha/maj) | 6 | 6.10
other | 1 | 0.305
AND-OR/OR-AND | 8 | 4.88
AND/OR/NAND/NOR | 45 | 22.5
flip-flops | 30 | 49.6
XOR/XNOR | 16 | 11.4
buffers and inverters | 14 | 5.19
## report_power, final
part | total (W) | switching, W | internal [W]
logic | 0.0000176 | 0.00000325 | 0.0000144
clock network | 0.000127 | 0.0000567 | 0.0000706
registers | 0.000191 | 0 | 0.000191
total | 0.000336 | 0.0000600 | 0.000276
## synth_stat cells (2+ instances only)
| cell type | number | area (um^2) |
|---|---|---|
| a21oi_1 | 4 | 20.0 |
| and4_1 | 2 | 17.5 |
| xor2_1 | 5 | 43.8 |
| inv_1 | 10 | 37.5 |
| ha_1 | 6 | 75.1 |
| buf_4 | 3 | 22.5 |
| nor2_1 | 17 | 63.8 |
| xnor2_1 | 11 | 96.3 |
| a222oi_1 | 4 | 40.0 |
| nand3_1 | 4 | 20.0 |
| nor4_4 | 2 | 42.5 |
| dfxtp_1 | 29 | 581 |
| nor3_1 | 3 | 15.0 |
| nand2_1 | 5 | 18.8 |
| nand4_1 | 6 | 37.5 |
## path summary, 6_finish.rpt
| check | startpoint | to | slack, ns | depth (start not counted) |
|---|---|---|---|---|
| hold / removal | count[17] | count[17] | 0.45 | 1 |
| hold reg to reg | count[17] | count[17] | 0.45 | 1 |
| setup reg to reg | count[12] | clk2 | 2.22 | 3 |
| setup / recovery | count[12] | clk2 | 2.22 | 3 |
## stage by stage
step	util [%]	worst slack (ns)	cells
final	17.2	2.22	282
after global routing	17.2	2.10	282
after CTS	17.2	2.17	282
after detailed placement	16.8	2.18	278
after global placement	16.8	2.22	278
after floorplan	-	2.47	120
## cell type report
| class | count | area, um^2 | area share (%) |
|---|---|---|---|
| tap | 133 | 166 | 9.79 |
| multi-input combinational | 76 | 556 | 32.7 |
| timing repair buffer | 28 | 280 | 16.5 |
| sequential | 30 | 611 | 35.9 |
| clock buffer | 4 | 45.0 | 2.65 |
| inverter | 11 | 41.3 | 2.43 |
## metal layers
layer / GRT usage [%] / share of wire (%) / vias to the layer above
met5: 0 / 0 / -
met4: 0.603 / 1.3 / 0
met3: 0.709 / 10 / 2
met2: 4.22 / 35 / 34
met1: 4.43 / 53 / 393
li1: - / - / 465
## sequential cells by signal, summed over array words and instances, names as in the netlist
signal,count
c,5
algo,2
count,18
bcd,4
clk2,1
