## ./design.v

```verilog
module BCDtoSSeg (
    input [3:0] bcd, 
    input [7:0] c,
    output reg [0:6] SSeg, 
    output [7:0] an
  );
  assign an = c;
  always @ ( * ) begin
    case (bcd)
      4'b0000: SSeg = 7'b0000001;  
  	  4'b0001: SSeg = 7'b1001111;  
  	  4'b0010: SSeg = 7'b0010010;  
  	  4'b0011: SSeg = 7'b0000110;  
  	  4'b0100: SSeg = 7'b1001100;  
  	  4'b0101: SSeg = 7'b0100100;  
  	  4'b0110: SSeg = 7'b0100000;  
  	  4'b0111: SSeg = 7'b0001111;  
  	  4'b1000: SSeg = 7'b0000000;  
  	  4'b1001: SSeg = 7'b0000100;  
      4'b1100: SSeg = 7'b1111110;  
      4'ha: SSeg = 7'b0001000;  
      4'hb: SSeg = 7'b1100000;
      4'hc: SSeg = 7'b0110001;
      4'hd: SSeg = 7'b1000010;
      4'he: SSeg = 7'b0110000;
      4'hf: SSeg = 7'b0111000;
       default: SSeg = 7'b0000000;
    endcase
  end
endmodule
```

## ./run.sh

```bash
#!/bin/bash
# OpenROAD 26Q1-2900-gdf79404cd8, Yosys 0.63+post, stock flow scripts
make -C /OpenROAD-flow-scripts/flow DESIGN_CONFIG=/design/flow/config.mk WORK_HOME=/design/flow/orfs finish
```

## ./config.mk

```make
export PLATFORM = sky130hd
export DESIGN_NAME = BCDtoSSeg
export DESIGN_NICKNAME = BCDtoSSeg
export VERILOG_FILES = /design/flow/design.v
export SDC_FILE = /design/flow/constraint.sdc
export NUM_CORES = 4
export LEC_CHECK = 1
export CORE_AREA = 10 10 70 70
export DIE_AREA = 0 0 80 80
```

## ./constraint.sdc

```tcl
current_design BCDtoSSeg

set clk_period 1.0
set clk_io_pct 0.2

create_clock -name clk0 -period $clk_period

set non_clock_inputs [all_inputs -no_clocks]
set_input_delay [expr $clk_period * $clk_io_pct] -clock clk0 $non_clock_inputs
set_output_delay [expr $clk_period * $clk_io_pct] -clock clk0 [all_outputs]
```

==> changes_impl.md <==
## Implementation

* Global Route Usage Sum at 2.800%
* First-pass GRT wire length at 1518 µm
* Flop count at 0
* Overall Power at 0.2047 mW
* Die extent in y at 80 µm
* Internal Power at 0.1210 mW
* Lkg Pwr at approximately 0.23 nW
* Final Core Density at 16.74%
* Wire per inst at 9.234 µm
* DRC Markers at 0
* Yosys Warn Count at 1
* Syn Std Cell Area at 301.5 µm²
* Top cells, area: ha_1 25%, buf_4 20%, mux4_1 8.7%, mux2_2 7.5%, mux4_2 7.5%
* WL final at 868 µm
* Slew headroom at 92.05%
* Vias in the first global route at 314
* Core Util at FP at 8.828%
* Cell type with the largest total area: ha_1
* Slew @ Worst Pin at 119.2 ps
* Fraction of layout cells with a size suffix above 1 at approximately 77%
* Fin area at 571.8 µm²
* Unrepaired setup endpoints after global routing: yes
* Clock Power Share at 0%
* Reg area at 0 µm²
* Synthesis area per yosys at 301.5 µm²
* Routed via count at 277
* DP Cell Count at 91
* HP Class: primary input to output pin
* Pre-antenna DRT Iters at 1
* CP Launch Type: primary input
* Number of cells in Yosys stat at 38
* Crit path max fanout at 4
* Flop pwr share at 0%
* Dpl ws at -1224 ps
* Vias/cell at 2.947
* Final Max Slew Viols at 0
* Fmax at 0.7714 GHz
* # clk buffers at 0
* Status: finished, violations left
* CP Class: primary input to output pin
* Remaining antenna violation count at 0
* Power Dens Cells at 357.9 nW/µm²
* Max-cap violations at 0
* Hold buffers post-CTS at 0
* Switching share of power at between 40 and 50%
* Post-DP HPWL at 665.7 µm
* Worst vdd ir at 0.1037 mV
* Failing checks: setup timing
* Synth top cells by count: 8 x buf_4, 6 x ha_1, 4 x nand2_1, 4 x nor2_1
* Register area share after synthesis at 0%
* Yosys top cell area share at approximately a quarter
* Placed instance area at 488.0 µm²
* PortBufs at 11
* Syn-to-layout area delta at 89.63%
* Endpoints failing setup at 7
* Capture point of the critical path: SSeg[3]
* 1st-iter DRT viols at 0
* Final GP Congestion at 0.7584
* Largest net degree at the start of global routing at 6
* Final Hold Violating Endpoints at 0
* Tmin final at 1296 ps
* CORE AREA at 3416 µm²
* Count leader, synth: buf_4
* Fillers at 391
* Synth Area per Inst at between 7 and 8 µm²
* Setup TNS at -1337 ps
* IO Count at 27
* Synthesized instance count at 38
* Final Hold Slack at 400.0 ps
* Crit path DRT at roughly 800 ps
* Total grt overflow at 0
* Die area at 6400 µm²
* Antenna Cells at 0
* CP arrival at about 1100 ps
* Post-route insts no fill at about 94
* Comb pwr share at ~100%
* Log Warnings at 40
* Final period utilization at 129.6%
* Die width at about 80 µm
* CP startpoint: bcd[1]
* Placement Rows at 21
* Switching power at around 0.084 mW
* Setup ws final at -296.3 ps
* Initial antenna violation count at 0
* CP endpoint kind: output pin
* Yosys cell types at 14
-- critical path: stages --
cell    delay (ps)
buf_12         110
buf_6          110
ha_4           150
mux2_4         250
o21a_1         170
buf_2          110
-- power groups by stage --
stage / Clock [mW] / Sequential [mW] / Combinational [mW]
after CTS: 0 / 0 / 0.189
after global routing: 0 / 0 / 0.228
final: 0 / 0 / 0.205
-- timing repair --
item	4_1_cts	5_1_grt
resized	63	9
setup endpoints to repair	7	7
endpoints found under the hold margin	0	0
pin swaps	5	7
setup buffers	2	1
-- cell type report --
cell class / instances / area [µm²] / share of cell area, %
Tap cell: 46 / 57.56 / 10.07
Inverter: 3 / 26.28 / 4.595
Multi-Input combinational cell: 25 / 306.5 / 53.61
Timing Repair Buffer: 20 / 181.4 / 31.73
-- metal layers --
metal / GRT usage (%) / wire (µm) / up-vias
li1: - / - / 139
met1: 3.849 / 446 / 132
met2: 4.735 / 386 / 6
met3: 0.3409 / 36 / 0
met4: 0.1761 / 0 / 0
met5: 0 / 0 / -
-- worst min path at each step --
stage	start	endpoint	slack, ps	depth (start not counted)
after CTS	c[2]	an[2]	400	0
after global routing	c[1]	an[1]	400	0
final	c[1]	an[1]	400	0
-- layout by cell type, fill, tap and decap left out, types with 2 or more instances in the layout --
cell / n
buf_2: 8
ha_4: 5
buf_6: 5
buf_4: 4
nand2_1: 3
o21ai_1: 3
mux2_4: 2
nor2_4: 2
mux4_2: 2
buf_12: 2
-- logic make-up (layout without fill, tap and decap cells) --
kind of cell | Yosys count | count (layout) | share of synthesized area, %
buffers and inverters | 13 | 23 | 29.04
adder cells (fa/ha/maj) | 6 | 6 | 24.90
AND-OR/OR-AND | 6 | 6 | 10.79
multiplexers | 4 | 4 | 23.65
AND/OR/NAND/NOR | 9 | 9 | 11.61
Power and IR drop assume default switching activity.
